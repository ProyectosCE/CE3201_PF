### flow/run.sh
#!/bin/bash
# OpenROAD 26Q1-2900-gdf79404cd8, Yosys 0.63+post, stock flow scripts
make -C /OpenROAD-flow-scripts/flow DESIGN_CONFIG=/design/flow/config.mk WORK_HOME=/design/flow/orfs finish
### flow/config.mk
export PLATFORM = sky130hd
export DESIGN_NAME = CPU
export DESIGN_NICKNAME = CPU
export VERILOG_FILES = /design/flow/design.v
export SDC_FILE = /design/flow/constraint.sdc
export NUM_CORES = 4
export LEC_CHECK = 1
export CORE_UTILIZATION = 40
### flow/constraint.sdc
current_design CPU

set clk_period 40.5
set clk_io_pct 0.2

create_clock -name clk0 -period $clk_period [get_ports {clk}]

set non_clock_inputs [all_inputs -no_clocks]
set_input_delay [expr $clk_period * $clk_io_pct] -clock clk0 $non_clock_inputs
set_output_delay [expr $clk_period * $clk_io_pct] -clock clk0 [all_outputs]
### flow/design.v
module ALU #(parameter N = 32)(
    input  logic [N-1:0] A,
    input  logic [N-1:0] B,
    input  logic [1:0]   ALUCtrl,
    output logic [N-1:0] Result,
    output logic [3:0]   Flags  
);
    logic [N:0] pre_Result;   
    logic [N:0] pre_Sub;      
    always_comb begin
        Result     = '0;
        pre_Result = '0;
        pre_Sub    = '0;
        Flags      = 4'b0000;
        case (ALUCtrl)
            2'b10: begin   
                Result = A & B;
            end
            2'b11: begin   
                Result = A | B;
            end
            2'b00: begin   
                pre_Result = {1'b0, A} + {1'b0, B};
                Result     = pre_Result[N-1:0];
                Flags[2]   = pre_Result[N];   
                Flags[3]   = (A[N-1] == B[N-1]) && (Result[N-1] != A[N-1]);  
            end
            2'b01: begin   
                pre_Sub    = {1'b0, A} - {1'b0, B};
                Result     = pre_Sub[N-1:0];
                Flags[2]   = pre_Sub[N];   
                Flags[3]   = (A[N-1] != B[N-1]) && (Result[N-1] != A[N-1]);  
            end
        endcase
        Flags[0] = (Result == 0);      
        Flags[1] = Result[N-1];        
    end
endmodule
module Adder #(parameter N = 4)(
    input [N-1:0] A,B,
    output [N-1:0] C
);
assign C = A+B;
endmodule
module CPU (
	input logic clk, rst,
	input logic [31:0] Instr,
	input logic [31:0] ReadData,
	output logic [31:0] WriteData,
	output logic MemWrite,
	output logic [31:0] PC,
	output logic [31:0] ALUResult,
	output logic [31:0] Result
);
	logic [3:0] RA1, RA2;
	logic [31:0] SrcA, SrcB;
	logic [31:0] next_PC, PCPlus4, PCPlus8;
	logic [31:0] ExtImm;
	logic PCSrc;
	logic MemtoReg;
	logic [1:0] ALUControl;
	logic ALUSrc;
	logic [1:0] ImmSrc;
	logic RegWrite;
	logic [1:0] RegSrc;
	logic [3:0] AluFlags;
	logic started;
	logic load_PC;
	always_ff @(posedge clk or posedge rst) begin
		if (rst)
			started <= 0;
		else
			started <= 1;
	end
	assign load_PC = started;
	Mux #(.N(32)) next_PC_inst (
		.A(Result),
		.B(PCPlus4),
		.S(PCSrc),
		.C(next_PC)
	);
	Register #(.N(32)) PC_Register (
		.clk(clk), 
		.rst(rst),
		.D(next_PC),
		.en(load_PC),
		.Q(PC)
	);
	Mux #(.N(4)) RA1_inst (
		.A(4'd15),
		.B(Instr[19:16]),
		.S(RegSrc[0]),
		.C(RA1)
	);
	Mux #(.N(4)) RA2_inst (
		.A(Instr[15:12]),
		.B(Instr[3:0]),
		.S(RegSrc[1]),
		.C(RA2)
	);
	Adder #(.N(32)) PCPlus4_inst (
		.A(PC),
		.B(32'd4),
		.C(PCPlus4)
	);
	Adder #(.N(32)) PCPlus8_inst (
		.A(32'd8),
		.B(PC),
		.C(PCPlus8)
	);
	Register_File Reg_file_inst (
		.A1(RA1),
		.A2(RA2),
		.A3(Instr[15:12]),
		.clk(clk),
		.rst(rst),
		.WE3(RegWrite),
		.R15(PCPlus8),
		.RD1(SrcA),
		.RD2(WriteData),
		.WD3(Result)
	);
	Extender Extender_ins (
		.A(Instr[23:0]),
		.ImmSrc(ImmSrc),
		.Out(ExtImm)
	);
	Mux #(.N(32)) ALUSrc_inst (
		.A(ExtImm),
		.B(WriteData),
		.S(ALUSrc),
		.C(SrcB)
	);
	ALU #(.N(32)) ALU_inst (
		.A(SrcA),
		.B(SrcB),
		.ALUCtrl(ALUControl),
		.Result(ALUResult),
		.Flags(AluFlags)
	);
	Mux #(.N(32)) MemToReg_inst (
		.A(ReadData),
		.B(ALUResult),
		.S(MemtoReg),
		.C(Result)
	);
	Control_Unit CU_Inst (
		.clk(clk),
		.rst(rst),
		.Cond(Instr[31:28]),
		.Op(Instr[27:26]),
		.Funct(Instr[25:20]),
		.Rd(Instr[15:12]),
		.Flags(AluFlags),
		.PCSrc(PCSrc),
		.MemtoReg(MemtoReg),
		.MemWrite(MemWrite),
		.ALUControl(ALUControl),
		.ALUSrc(ALUSrc),
		.ImmSrc(ImmSrc),
		.RegWrite(RegWrite),
		.RegSrc(RegSrc)
	);
endmodule
module Condition_Check(
    input  logic [3:0] Flag,   
    input  logic [3:0] Cond,
    output logic       CondEx
);
logic V, C, N, Z;
assign {V, C, N, Z} = Flag;
always_comb begin
    case (Cond)
        4'b0000: CondEx = Z;                      
        4'b0001: CondEx = ~Z;                     
        4'b0010: CondEx = C;                      
        4'b0011: CondEx = ~C;                     
        4'b0100: CondEx = N;                      
        4'b0101: CondEx = ~N;                     
        4'b0110: CondEx = V;                      
        4'b0111: CondEx = ~V;                     
        4'b1000: CondEx = ~Z & C;                 
        4'b1001: CondEx = Z | ~C;                 
        4'b1010: CondEx = ~(N ^ V);               
        4'b1011: CondEx = N ^ V;                  
        4'b1100: CondEx = ~Z & ~(N ^ V);          
        4'b1101: CondEx = Z | (N ^ V);            
        4'b1110: CondEx = 1'b1;                   
        default: CondEx = 1'b0;                   
    endcase
end
endmodule
module Control_Unit(
    input  logic [3:0] Cond,
    input  logic [1:0] Op,
    input  logic [5:0] Funct,
    input  logic [3:0] Rd,
    input  logic [3:0] Flags,
    input  logic       clk,
    input  logic       rst,
    output logic       PCSrc,
    output logic       MemtoReg,
    output logic       MemWrite,
    output logic [1:0] ALUControl,
    output logic       ALUSrc,
    output logic [1:0] ImmSrc,
    output logic       RegWrite,
    output logic [1:0] RegSrc
);
    logic       RegW;
    logic       MemW;
    logic       ALUOP;
    logic       Branch;
    logic       PCS;
    logic       CondEx;
    logic [1:0] FlagW;
    logic [3:0] ALUfLags;
	 logic NoWrite;
	Decoder decoder_inst (
		.Op(Op),
		.Funct(Funct),
		.Rd(Rd),
		.FlagW(FlagW),
		.PCS(PCS), 
		.RegW(RegW), 
		.MemW(MemW), 
		.MemtoReg(MemtoReg), 
		.ALUSrc(ALUSrc), 
		.ImmSrc(ImmSrc), 
		.RegSrc(RegSrc), 
		.ALUControl(ALUControl),
		.NoWrite(NoWrite)
	);
    Register #(2) Register_Flag1(
        .clk(~clk), 
        .rst(rst),
        .D(Flags[3:2]),
        .en(FlagW[1] & CondEx),
        .Q(ALUfLags[3:2])
    );
    Register #(2) Register_Flag2(
        .clk(~clk), 
        .rst(rst),
        .D(Flags[1:0]),
        .en(FlagW[0] & CondEx),
        .Q(ALUfLags[1:0])
    );
    Condition_Check inst_Condition_Check(
        .Flag(ALUfLags), 
        .Cond(Cond), 
        .CondEx(CondEx)
    );
    assign PCSrc     = PCS & CondEx & ~NoWrite;
    assign RegWrite  = RegW & CondEx;
    assign MemWrite  = MemW & CondEx;
endmodule
module Decoder (
	input logic [1:0] Op,
	input logic[5:0] Funct,
	input logic[3:0] Rd,
	output logic [1:0] FlagW,
	output logic PCS, RegW, MemW, MemtoReg, ALUSrc, 
	output logic [1:0] ImmSrc, RegSrc, ALUControl,
	output logic NoWrite
);
	logic Branch, ALUOp;
	PC_Logic pc_logic_inst(
		.Rd(Rd),
		.Branch(Branch), 
		.RegW(RegW),
		.PCS(PCS)
	);
	Main_Decoder main_decoder_inst(
		.Op(Op),
		.Funct(Funct),
		.Branch(Branch), 
		.RegW(RegW), 
		.MemW(MemW), 
		.MemtoReg(MemtoReg), 
		.ALUSrc(ALUSrc), 
		.ImmSrc(ImmSrc), 
		.RegSrc(RegSrc),
		.ALUOP(ALUOP)
	);
	ALU_Decoder alu_decoder_inst (
		.ALUOP(ALUOP),
		.Funct(Funct[4:0]),
		.ALUControl(ALUControl), 
		.FlagW(FlagW),
		.NoWrite(NoWrite)
	);
endmodule 
module PC_Logic (
	input logic [3:0] Rd,
	input logic Branch, RegW,
	output logic PCS
);
	assign PCS = ((Rd == 4'd15) & RegW) | Branch;
endmodule 
module Main_Decoder (
	input logic [1:0] Op,
	input logic [5:0] Funct,
	output logic Branch, RegW, MemW, MemtoReg, ALUSrc, 
	output logic [1:0] ImmSrc, RegSrc,
	output logic ALUOP
);
    always_comb begin
	     Branch = 0;
        RegW = 0;
        MemW = 0;
        MemtoReg = 0;
        ALUSrc = 0;
        ImmSrc = 2'b00;
        RegSrc = 2'b00;
        ALUOP = 0;
        case (Op)
            2'b00: begin
					 Branch = 0;
					 MemtoReg = 0;
					 MemW = 0;
					 RegW = 1;
					 ALUOP = 1;
                if (Funct[5] == 1'b0) begin
                    ALUSrc = 0;
                    RegSrc = 2'b00;
                end else begin
                    ALUSrc = 1;
                    ImmSrc = 2'b00;
                    RegSrc = 2'b00;  
                end
            end
            2'b01: begin
					 Branch = 0;
					 ALUSrc = 1;
					 ImmSrc = 2'b01;
					 ALUOP = 0;
                if (Funct[0] == 1'b0) begin
                    MemW  = 1;
                    RegW  = 0;
                    RegSrc = 2'b10;
                end else begin
						  MemtoReg = 1;
						  MemW = 0;
						  RegW = 1;
						  RegSrc = 2'b00;
                end
            end
            2'b10: begin
					 Branch = 1;
					 MemtoReg = 0;
					 MemW = 0;
					 ALUSrc = 1;
					 ImmSrc = 2'b10;
					 RegW = 0;
					 RegSrc = 2'b01;
					 ALUOP = 0;
            end
        endcase
    end
endmodule
module ALU_Decoder (
	input logic ALUOP,
	input logic [4:0] Funct,
	output logic [1:0] ALUControl, FlagW,
	output logic NoWrite
);
	always_comb begin
		 case (ALUOP)
			  1'b0: begin
					ALUControl = 2'b00;
					FlagW      = 2'b00;
					NoWrite    = 1'b0;
			  end
			  1'b1: begin
					case (Funct[4:1])
						 4'b0100: begin
							  ALUControl = 2'b00;
							  FlagW      = Funct[0] ? 2'b11 : 2'b00;
							  NoWrite    = 1'b0;
						 end
						 4'b0010: begin
							  ALUControl = 2'b01;
							  FlagW      = Funct[0] ? 2'b11 : 2'b00;
							  NoWrite    = 1'b0;
						 end
						 4'b0000: begin
							  ALUControl = 2'b10;
							  FlagW      = Funct[0] ? 2'b10 : 2'b00;
							  NoWrite    = 1'b0;
						 end
						 4'b1100: begin
							  ALUControl = 2'b11;
							  FlagW      = Funct[0] ? 2'b10 : 2'b00;
							  NoWrite    = 1'b0;
						 end
						 4'b1010: begin 
							  ALUControl = 2'b01;
							  FlagW = 2'b11;
							  NoWrite = 1'b1;
						 end
						 default: begin
							  ALUControl = 2'b00;
							  FlagW      = 2'b00;
							  NoWrite    = 1'b0;
						 end
					endcase
			  end
		 endcase
	end
endmodule 
module Extender(
    input  logic [23:0] A,
    input  logic [1:0] ImmSrc,
    output logic [31:0] Out
);
 always_comb
    case(ImmSrc)
    2'b00: Out={24'b0,A[7:0]};
    2'b01: Out={20'b0,A[11:0]};
    2'b10: Out={{6{A[23]}},A[23:0],2'b00};
    default: Out=32'bx; 
    endcase
 endmodule
module Mux #(parameter N = 4)(
	input [N-1:0] A, B,
	input S,
	output [N-1:0] C
);
assign C = S? A: B;
endmodule 
module Register #(parameter N = 10) (
	input clk, rst,
	input [N-1:0] D,
	input en,
	output logic [N-1:0] Q
);
always_ff @(posedge clk or posedge rst)
	if(rst) Q <= 10'h00;
	else if(en)
		Q <= D;
endmodule 
module Register_File(
    input  logic [3:0] A1, A2, A3,
    input  logic       clk,
    input  logic       rst,
    input  logic       WE3,
    input  logic [31:0] WD3,
    input  logic [31:0] R15,
    output logic [31:0] RD1, RD2
);
    logic [31:0] rf [14:0];   
    always_ff @(posedge clk) begin
        if (rst) begin
            for (int i = 0; i < 15; i++)
                rf[i] <= 32'h00000000;
        end else if (WE3) begin
            rf[A3] <= WD3;
        end
    end
    assign RD1 = (A1 == 4'b1111) ? R15 : rf[A1];
    assign RD2 = (A2 == 4'b1111) ? R15 : rf[A2];
endmodule
==> Changelog: implementation <==
### Implementation results

* Outcome: finished clean
* Synth flops at between 500 and 600
* Io pins at approximately 200
* Worst-Skew Late Latency at between 0.6 and 0.7 ns
* Critical path class: in2reg
* RSZ-0062 raised after global routing: false
* Detail-routed net length per standard cell at between 30 and 40 um
* Critical-path maximum fanout at 65
* Core area at around 87,000 um^2
* Die Y at approximately 300 um
* # DRC at 0
* Most common cell in the netlist: nor2_1
* # H-tree levels at 2
* Starting Density at 0.4058
* WL final at ~160,000 um
* Post-synth top flop: edfxtp_1
* Crit path DRT at between 20 and 25 ns
* Post-CTS Setup Bufs at 0
* PwrDens at 52.72 nW/um^2
* Peak VDD IR at roughly 39 uV
* Dominant cells by area after synthesis: edfxtp_1 (43%), mux4_2 (7.8%), nor2_1 (7.2%), nand2_1 (4.7%), ha_1 (3.8%)
* Iteration-0 DRC Markers at 2,478
* Clock Tree Buf Depth at 3
* Post-synth ARST share at 0.06852
* Worst slew pin tran at ~1.2 ns
* Synthesis area per yosys at between 30,000 and 40,000 um^2
* Endpoints failing setup at 0
* Sequential share of the synthesized area at 0.4526
* Post-Synthesis Cell Area at roughly 35,000 um^2
* Max-slew headroom at 0.1881
* Startpoint Class: input pin
* Initial antenna violation count at 4
* Placed Area at slightly below 40,000 um^2
* Post-synth EDFFs at 503
* Combinational share of power at 0.418
* Max-Cap Viols at 0
* CP Data Arrival Time at between 15 and 20 ns
* Clock root cell: clkbuf_16
* Die footprint at approximately 90,000 um^2
* Routed Antenna Nets at 0
* Hold Buf Count CTS at 0
* Final Slew Violations at 0
* Cell taking the most area after synthesis: edfxtp_1
* # clock sinks at approximately 540
* Library cells used by synthesis at roughly 96
* Worst-path clk slew at about 0.040 ns
* Fillers at 8,002
* PostCTS Resize Cnt at 0
* Total number of vias at just over 30,000
* Port Buffers at approximately 190
* Syn Inst Count at 3,691
* Top post-synthesis cells by count: nor2_1 (678), edfxtp_1 (503), nand2_1 (443)
* Switch share at 0.4020
* Tool warning count at a little under 100
* Ys Warns at 10
* Part of the power in the clock network at 0.255
* Gr usage total at 0.3707
* Clock Skews at approximately 0.035 ns
* CTS tree: built
* Area growth syn-to-layout at 15.37%
* Vias in the first global route at around 30,000
* HPWL after DPL at roughly 100,000 um
* Switch Pwr at 866.2 uW
* Core Rows at ~110
* Crit path capture type: flop
* Hold Vio Cnt, Final at 0
* Die width at ~300 um
* Hold Path Class: reg2reg
* First-pass DRT Iterations at 6
* DR vias/cell at about 6.2
* Post-route cell area at 40,860 um^2
* Cell count in the Yosys report at about 3,700
* Setup TNS Final at 0 ns
* Leak pwr at 15.60 nW
* Reg power frac at 0.327
* P_int at between 1 and 1.5 mW
* Area share, top type at 0.4264
* Cts bufs inserted at a little under 60
* Layout cells sized above 1 at 0.1385
* First-pass GRT wire length at 221,600 um
* RePlAce Congestion at slightly above 1
* Grt ovf at 0
* Mapped Avg Cell Area at about 9.6 um^2
* Pin count of the biggest net entering global routing at 67
## critical path: stages
cell,delay (ns)
clkdlybuf4s50_1,0.54
inv_1,0.10
ha_1,0.22
nand2b_1,0.57
mux2_8,0.69
buf_4,0.62
mux4_2,0.40
nand2_1,0.08
and3_1,0.20
a311oi_1,0.13
a21oi_1,0.24
nor2_1,0.07
a31oi_1,0.44
inv_1,0.20
fa_1,0.47
nor2_1,0.16
o311ai_1,0.19
a211oi_2,0.64
o21ai_0,0.24
xnor2_1,0.17
a221oi_1,0.46
nor2_1,0.13
nor4_1,0.45
nand4_1,0.24
or4_1,0.56
o21ai_1,0.14
## worst paths after layout
check	depth (start not counted)	slack [ns]	endpoint	from
min in group asynchronous	2	8.24	PC_Register.Q[22]	rst
worst max-delay path	26	4.34	CU_Inst.Register_Flag2.Q[0]	Instr[27]
worst min register to register	2	0.47	CU_Inst.Register_Flag1.Q[0]	CU_Inst.Register_Flag1.Q[0]
worst min-delay path	2	0.47	CU_Inst.Register_Flag1.Q[0]	CU_Inst.Register_Flag1.Q[0]
max in group asynchronous	2	11.65	CU_Inst.Register_Flag1.Q[0]	rst
worst max register to register	21	12.85	CU_Inst.Register_Flag2.Q[0]	PC_Register.Q[3]
## sequential cells by signal (all words and copies together) (netlist names)
signal,flops
CU_Inst.Register_Flag2.Q,2
CU_Inst.Register_Flag1.Q,2
started,1
Reg_file_inst.rf,503
PC_Register.Q,32
## cells by family after synthesis
kind of cell | synth area share
AND/OR/NAND/NOR | 0.1740
AND-OR/OR-AND | 0.1406
flip-flops | 0.4526
buffers and inverters | 0.05090
adder cells (fa/ha/maj) | 0.03893
multiplexers | 0.1239
XOR/XNOR | 0.01904
other | 0.0001059
## per-stage QoR
step | std cells | total power, mW | hold WS (ns) | util | setup slack, ns
floorplan | 3691 | 1.136 | 0.4235 | - | 6.649
global placement | 4872 | 1.599 | 0.4785 | 0.4457 | 3.965
detailed placement | 4872 | 1.589 | 0.4763 | 0.4457 | 3.854
CTS | 4982 | 2.134 | 0.4778 | 0.4681 | 4.509
global route | 4982 | 2.235 | 0.5338 | 0.4681 | 4.020
finish | 4984 | 2.154 | 0.4696 | 0.4681 | 4.338
## area by class of cell
| cell class | instances | area, um^2 | area share |
|---|---|---|---|
| well taps | 1155 | 1445 | 0.03536 |
| multi-input cells | 2688 | 17880 | 0.4375 |
| diodes | 2 | 5.005 | 0.0001225 |
| inverters | 161 | 604.3 | 0.01479 |
| flip-flops and latches | 540 | 16030 | 0.3923 |
| clock buffers | 63 | 1470 | 0.03598 |
| repair buffers | 328 | 2954 | 0.07229 |
| clock inverters | 47 | 478.0 | 0.01170 |
## metal layers
metal	GRT usage	vias up	share of wire	wire length (um)
met5	0.01640	-	0.00096	151
met4	0.1860	6	0.066	10280
met3	0.2128	479	0.15	23300
met2	0.5478	2187	0.45	70610
met1	0.4372	14820	0.33	52320
li1	-	13500	-	-
## layout by cell type (no fill, tap or decap), drive strengths merged, types with 107 or more instances in the layout
cell type,instances
inv,164
ha,107
a31oi,118
nand2,443
clkdlybuf4s50,191
mux4,122
buf,137
edfxtp,503
nor2,678
o21ai,204
a21oi,162
## power by group through the flow
stage         Sequential (mW)  Combinational, mW  Clock, mW
CTS                     0.703              0.881      0.551
global route            0.708              0.954      0.573
finish                  0.705              0.901      0.549
Power figures rest on the tool's default switching activity, not on a simulated workload.
